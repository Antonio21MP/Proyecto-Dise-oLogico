**constraint.sdc**
```tcl
current_design MAIN

set clk_period 6.1
set clk_io_pct 0.2

create_clock -name clk0 -period $clk_period [get_ports {clk}]

set non_clock_inputs [all_inputs -no_clocks]
set_input_delay [expr $clk_period * $clk_io_pct] -clock clk0 $non_clock_inputs
set_output_delay [expr $clk_period * $clk_io_pct] -clock clk0 [all_outputs]
```
**config.mk**
```make
export PLATFORM = sky130hd
export DESIGN_NAME = MAIN
export DESIGN_NICKNAME = MAIN
export VERILOG_FILES = /design/flow/design.v
export SDC_FILE = /design/flow/constraint.sdc
export NUM_CORES = 4
export LEC_CHECK = 1
export CORE_UTILIZATION = 50
```
**design.v**
```verilog
`timescale 1ns / 1ps
module CLK_DIV(
		input clk,
		output clk1hz
	 );
	 reg [21:0] counter;
	 reg buffer_clk1hz;
	 parameter 
	 limit = 12'hBAA;
	 assign clk1hz = buffer_clk1hz;
	 always @(posedge clk)
		begin
			counter = counter +1;
			if((limit/2)==counter)
			begin
				buffer_clk1hz = !buffer_clk1hz;
				counter = 22'h0;
			end
		end
endmodule
`timescale 1ns / 1ps
module CLK_DIV2(
		    input clk,
			output clk1hz
	 );
	 reg[21:0] counter;
	 reg clk1hz_buff;
	 assign clk1hz = clk1hz_buff;
	 always @(posedge clk)
	 begin 
		 counter = counter + 1;
			 if(counter == 500000) begin
			 clk1hz_buff = !clk1hz_buff;
			 counter = 22'h0;
			 end
	 end
endmodule
module MAIN(
    input c,
	 input d,
	 input e,
	 input clk,
	 output [3:0] data,
    output reg [7:0] ledsx,
	 output reg [7:0] ledsy
	 );
	 wire clk_c;
	 wire clk_c2;
	 reg temp;
	 reg temp2;
	 reg [4:0] address;
	 reg [4:0] address2;
	 wire cc;
	 wire cd;
	 wire ce;
	 wire SDO;
	 wire SRE;
	 wire SMI;
	 wire [3:0]wdata;
	 reg posi;
	 assign clk_c = temp;
	 assign clk_c2 = temp2;
	 CLK_DIV #(.limit(12'hBAA)) vclk_c(.clk(clk),.clk1hz(cc));
	 CLK_DIV #(.limit(12'hA64)) vclk_d(.clk(clk),.clk1hz(cd));
	 CLK_DIV #(.limit(12'h941)) vclk_e(.clk(clk),.clk1hz(ce));
	 CLK_DIV2 ck1(clk, SDO);
	 CLK_DIV2 ck2(clk, SRE);
	 CLK_DIV2 ck3(clk, SMI);
	 ROM vrom(address, data);
	 ROM vrom2(address2, wdata);
	 always @(posedge clk_c)
			begin
					address = address + 1;
					if(posi)
					begin
						if(wdata == 4'h0)
						begin
							ledsy = 8'b00000000;
							ledsx = 8'b00000000;	
						end
						else if(wdata > 4'h0 & wdata <= 4'h2)
						begin
							ledsy = 8'b01111111;
							ledsx = 8'b10000000;
						end
						else if(wdata > 4'h2 & wdata <= 4'h4)
						begin
							ledsy = 8'b10111111;
							ledsx = 8'b11000000;
						end
						else if(wdata > 4'h4 & wdata <= 4'h6)
						begin
							ledsy = 8'b11011111;
							ledsx = 8'b11100000;
						end
						else if(wdata > 4'h6 & wdata <= 4'h8)
						begin
							ledsy = 8'b11101111;
							ledsx = 8'b11110000;
						end
						else if(wdata > 4'h8 & wdata <= 4'hA)
						begin
							ledsy = 8'b11110111;
							ledsx = 8'b11111000;
						end
						else if(wdata > 4'hA & wdata <= 4'hC)
						begin
							ledsy = 8'b11111011;
							ledsx = 8'b11111100;
						end
						else if(wdata > 4'hC & wdata <= 4'hE)
						begin
							ledsy = 8'b11111101;
							ledsx = 8'b11111110;
						end
						else if(wdata == 4'hF)
						begin
							ledsy = 8'b11111110;
							ledsx = 8'b11111111;
							posi = !posi;
						end
					end
					else
					begin
						if(wdata > 4'h0 & wdata <= 4'h2)
						begin
							ledsy = 8'b11111110;
							ledsx = 8'b10000000;
						end
						else if(wdata > 4'h2 & wdata <= 4'h4)
						begin
							ledsy = 8'b11111101;
							ledsx = 8'b11000000;
						end
						else if(wdata > 4'h4 & wdata <= 4'h6)
						begin
							ledsy = 8'b11111011;
							ledsx = 8'b11100000;
						end
						else if(wdata > 4'h6 & wdata <= 4'h8)
						begin
							ledsy = 8'b11110111;
							ledsx = 8'b11110000;
						end
						else if(wdata > 4'h8 & wdata <= 4'hA)
						begin
							ledsy = 8'b11101111;
							ledsx = 8'b11111000;
						end
						else if(wdata > 4'hA & wdata <= 4'hC)
						begin
							ledsy = 8'b11011111;
							ledsx = 8'b11111100;
						end
						else if(wdata > 4'hC & wdata <= 4'hE)
						begin
							ledsy = 8'b10111111;
							ledsx = 8'b11111110;
						end
						else if(wdata == 4'hF)
						begin
							ledsy = 8'b01111111;
							ledsx = 8'b11111111;
							posi = !posi;
						end
					end
			end
		always @(posedge clk_c2)
			begin			
					address2 = address2 +1;
			end
		always @(c or d or e)
			begin
				if(c)
				begin
					temp = cc;
					temp2 = SDO;
				end
				else if(d)
				begin
					temp = cd;
					temp2 = SRE;
				end
				else if(e)
				begin
					temp = ce;
					temp2 = SMI;
				end
				else
				begin
					temp = 0;
					temp2 = 0;
				end
			end
endmodule
`timescale 1ns / 1ps
module ROM(
	input [4:0]address,
	output reg [3:0] data		
	 );
	 always @(address)
	 begin 
		case(address)
				 5'h0: data = 4'h8;
				 5'h1: data = 4'h9;
				 5'h2: data = 4'hA;
				 5'h3: data = 4'hC;
				 5'h4: data = 4'hD;
				 5'h5: data = 4'hE;
				 5'h6: data = 4'hE;
				 5'h7: data = 4'hF;
				 5'h8: data = 4'hF;
				 5'h9: data = 4'hF;
				 5'hA: data = 4'hE;
				 5'hB: data = 4'hE;
				 5'hC: data = 4'hD;
				 5'hD: data = 4'hC;
				 5'hE: data = 4'hA;
				 5'hF: data = 4'h9;
				 5'h10: data = 4'h7;
				 5'h11: data = 4'h6;
				 5'h12: data = 4'h5;
				 5'h13: data = 4'h3;
				 5'h14: data = 4'h2;
				 5'h15: data = 4'h1;
				 5'h16: data = 4'h1;
				 5'h17: data = 4'h0;
				 5'h18: data = 4'h0;
				 5'h19: data = 4'h0;
				 5'h1A: data = 4'h1;
				 5'h1B: data = 4'h1;
				 5'h1C: data = 4'h2;
				 5'h1D: data = 4'h3;
				 5'h1E: data = 4'h5;
				 5'h1F: data = 4'h6;
				 default:
					data = 4'hX;
				 endcase
	 end
endmodule
```
**run.sh**
```bash
#!/bin/bash
# OpenROAD 26Q1-2900-gdf79404cd8, Yosys 0.63+post, stock flow scripts
make -C /OpenROAD-flow-scripts/flow DESIGN_CONFIG=/design/flow/config.mk WORK_HOME=/design/flow/orfs finish
```
==> run summary <==
impl run done, here's what came out: status completed, Root Buffer clkbuf_16, fmax 307 MHz, worst hold path type flip-flop to flip-flop, ys flop type dfxtp_1, # diodes 0, first-pass GRT wire length 27,800 µm, RR Endpoint ck3.clk1hz_buff, Synth flops 173, gr ovfl total 0, Final ANT Viol Nets 0, Late-Pin Clk Latency 410 ps, register pins left without a clock 35, FF-to-FF Start ck3.counter[0], initial antenna violation count 0, Worst-Margin Slew 849 ps, CP Data Arrival Time 3390 ps, Setup crit start kind flip-flop, # rows 48, Max IR drop VDD 174 µV, Tmin final 3260 ps, number of global-route vias before repair 6,087, Placed Cells incl. Taps 1,203, HPWL after DPL 11,400 µm, crit path launch ck3.counter[0], cycle use final 0.534, Post-synth seq share 0.412, DRT iter0 DRCs 179, tool warnings 43, aoi share 0.118, CTS buffer count 17, IO buf count 23, Fin. Hold Viols 0, Mux area share 0.0106, Non-Filler Instances 1,233, Cell Pwr Density 193 nW/µm², placed inst area 9200 µm², clock buffer depth 2, die height 134 µm, Dominant comb cell simple AND/OR/NAND/NOR gates, Post-CTS Resized 0, Cell Area, Synth 8760 µm², endpoints left unconstrained 63, Netlist cell types 70, CP endpoint ck3.clk1hz_buff, Data required, critical path 6230 ps, htree depth 4, # Cells Yosys 975, Mapped Cells 975, CTS tree yes, LEAKAGE 3.58 nW, GRT Total Usage 0.189, Synth Area in XOR/XNOR 0.133, vias per cell 5.48, Pwr Total 1.88 mW, Adder Area Share 0.0372, Setup Buffers After CTS 0, Yosys chip area 8760 µm², Hold-fix buffers, CTS 0, total core area 17,200 µm², gp weighted congestion 0.829, setup TNS 0 ps, Die Area 18,000 µm², FF-to-FF path depth 7, total iterations of the first detailed-routing run 4, P&R area growth vs syn 11.3%, crit path max fanout 10, routed length per placed instance 13.0 µm, Avg Synthesized Cell Area 8.98 µm², Finish-stage setup viols 0, HP Start vclk_e.counter[16], relative slew slack 0.429, floorplan utilization 0.510, Crit. End Element flip-flop, Final Skew 10.8 ps, Reg clk slew, reported paths 60 ps, Post-synth ARST share 0, final wirelength 16,000 µm, Die Wd 134 µm, Residual DRC 0, layout cell share with drive strength beyond 1 0.0546, Synth Warn # 6, I/O pin total 24, largest net degree at the start of global routing 27, Via Count 6,760, yosys simple share 0.262, Post-synth EDFFs 14, max-slew violation count 0, CP Class flip-flop to flip-flop, # fillers 1,577, Final Cell Area 9740 µm², r2r setup slk 2840 ps, unrepaired setup endpoints after global routing no, MaxCap Viol Count 0
[layout make-up]
class / count / area (µm²) / area share
Clock inverter: 10 / 93.8 / 0.00963
Timing Repair Buffer: 29 / 275 / 0.0283
Tap cell: 225 / 282 / 0.0289
Sequential cell: 173 / 3600 / 0.370
Multi-Input combinational cell: 740 / 4910 / 0.504
Clock buffer: 20 / 447 / 0.0458
Inverter: 36 / 135 / 0.0139
[logic make-up (layout without fill, tap and decap cells)]
logic type               Yosys count  in the layout
AND/OR/NAND/NOR                  420            420
AND-OR/OR-AND                    152            152
flip-flops                       173            173
buffers and inverters             62             95
XOR/XNOR                         133            133
multiplexers                       9              9
adder cells (fa/ha/maj)           26             26
[worst min-delay path by stage]
stage,slack [ps],cells after the start,to
4_1_cts,480,1,vclk_e.counter[16]
5_1_grt,500,1,vclk_e.counter[16]
6_report,480,1,vclk_e.counter[16]
[flip-flops by register name, indices dropped and copies added, names as in the netlist, 4 cells and up]
register / count
wdata: 4
vclk_e.counter: 22
ck3.counter: 22
ck1.counter: 22
data: 4
address: 5
vclk_c.counter: 22
ledsy: 8
address2: 5
ledsx: 8
vclk_d.counter: 22
ck2.counter: 22
[synthesized netlist by cell type (3+ instances only)]
library cell	count	area, µm²
dfxtp_1	159	3180
xnor2_1	84	736
nand2_1	82	308
nor2_1	78	293
nand3_1	58	290
xor2_1	49	429
a21oi_1	46	230
nand4_1	44	275
inv_1	36	135
nor3_1	30	150
ha_1	26	325
o21ai_0	23	115
nor4_1	22	138
and3_1	18	113
clkbuf_1	15	56.3
edfxtp_1	14	420
or3_1	14	87.6
and4_1	13	114
and2_1	10	62.6
buf_2	10	50.1
a211oi_1	9	67.6
nand2b_1	9	56.3
a31oi_1	8	50.1
a21o_1	7	52.6
mux2i_1	7	70.1
nand3b_1	7	52.6
nor4_2	7	87.6
a211o_1	6	52.6
or4_1	6	45.0
a21boi_1	5	37.5
o211ai_1	5	37.5
o22ai_1	4	25.0
o311ai_0	4	35.0
nor2b_1	3	18.8
nor4_4	3	63.8
nor4b_1	3	26.3
o31ai_1	3	22.5
or2_2	3	18.8
[power by group]
part           switching, mW  internal [mW]
Clock                  0.387          0.568
Combinational        0.00440        0.00255
Sequential                 0          0.919
[critical path: stages (launching register included)]
cell and delay, ps:
dfxtp_1 430, ha_1 270, nand3_1 300, nor4_2 630, nand3b_1 180, o2bb2ai_1 170
nor4_2 770, and2_1 240
[routing by layer]
layer  GRT usage  share of wire  vias up
met3      0.0274          0.028       11
met5           0              0        -
li1            -              -     3579
met1       0.308           0.54     3088
met2       0.286           0.42       82
met4      0.0175          0.010        0
[placed cells by master, fill, tap and decap left out, types with 7 or more instances in the layout]
| master | instances |
|---|---|
| o21ai_0 | 23 |
| or3_1 | 14 |
| nand2_1 | 82 |
| edfxtp_1 | 14 |
| inv_1 | 36 |
| nor4_1 | 22 |
| nand3_1 | 58 |
| nor2_1 | 78 |
| nand2b_1 | 9 |
| and4_1 | 13 |
| ha_1 | 26 |
| a21oi_1 | 46 |
| xnor2_1 | 84 |
| nand4_1 | 44 |
| clkdlybuf4s50_1 | 23 |
| nor3_1 | 30 |
| xor2_1 | 49 |
| a21o_1 | 7 |
| clkbuf_16 | 17 |
| and3_1 | 18 |
| a211oi_1 | 9 |
| nor4_2 | 7 |
| nand3b_1 | 7 |
| dfxtp_1 | 159 |
| and2_1 | 10 |
| a31oi_1 | 8 |
| mux2i_1 | 7 |
[stage by stage]
stage,hold WS [ps],utilization,worst slack (ps)
finish,475,0.567,2840
global route,500,0.567,2480
CTS,480,0.567,2840
detailed placement,470,0.536,2840
global placement,463,0.536,2910
floorplan,444,-,3350
Power figures rest on the tool's default switching activity, not on a simulated workload.
